`config.mk`:
```
export PLATFORM = sky130hd
export DESIGN_NAME = alarm
export DESIGN_NICKNAME = alarm
export VERILOG_FILES = /design/flow/design.v
export SDC_FILE = /design/flow/constraint.sdc
export NUM_CORES = 4
export LEC_CHECK = 1
export CORE_UTILIZATION = 50
```
`constraint.sdc`:
```
current_design alarm

set clk_period 3.5
set clk_io_pct 0.2

create_clock -name clk0 -period $clk_period [get_ports {clk}]

set non_clock_inputs [all_inputs -no_clocks]
set_input_delay [expr $clk_period * $clk_io_pct] -clock clk0 $non_clock_inputs
set_output_delay [expr $clk_period * $clk_io_pct] -clock clk0 [all_outputs]
```
`design.v`:
```
module alarm (
    input clk,
    input rst,
    input upbtn,
    input dnbtn,
    input startbtn,
    input reset,
    output reg buzz,
    output reg led_debug,
    output reg [7:0] seg,
    output reg [3:0] dig
);
parameter SET_TIME = 2'b00,
          CLOCK_DOWN = 2'b01,
          BEEP = 2'b10;
reg [2:0] global_state_ = SET_TIME;
initial dig = 4'b0111;
initial led_debug = 1;
reg positive_way_ = 1;
reg change_val_ = 0;
reg [3:0] val_ed_;
reg [3:0] val_des_;
reg [3:0] val_sot_;
reg [3:0] val_checkable_;
reg [15:0] div50000;
reg [9:0] div1000;
reg div50000max;
reg div1000max;
wire sec;
wire msec;
wire clock_zero;
assign sec = div50000max & div1000max;
assign msec = div50000max;
assign clock_zero = (val_ed_ == 0) && (val_des_ == 0) && (val_sot_ == 0);
always @(posedge clk)
begin
    div50000max <= (div50000 == 16'd49999);
    if (div50000max) div50000 <= 16'd0;
    else div50000 <= div50000 + 1'b1;
end
always @(posedge clk)
begin
    div1000max <= (div1000 == 10'd999);
    if (div50000max & div1000max) div1000 <= 10'd0;
    else if (div50000max) div1000 <= div1000 + 1'b1;
end
always @(posedge sec)
begin
    if (change_val_) begin
        val_ed_ =  val_ed_ + positive_way_ - !positive_way_;	
        if (val_ed_ == 10 || val_ed_ == 4'b1111) begin
            val_ed_ = positive_way_ ? 0 : 9;
            val_des_ =  val_des_ + positive_way_ - !positive_way_;
        end
        if (val_des_ == 10 || val_des_ == 4'b1111) begin
            val_des_ = positive_way_ ? 0 : 9;
            val_sot_ = val_sot_ + positive_way_ - !positive_way_;
        end
        if (val_sot_ == 10 || val_sot_ == 4'b1111) begin
            val_sot_ = positive_way_ ? 0 : 9;
        end
    end
end
always @(posedge msec)
begin
    case (dig)
        4'b0111: begin
            dig = 4'b1011;
            val_checkable_ = val_des_;
        end
        4'b1011: begin 
            dig = 4'b1101;
            val_checkable_ = val_sot_;
        end
        4'b1101: begin
            dig = 4'b1110;
            val_checkable_ = 0;
        end
        4'b1110: begin 
            dig = 4'b0111;
            val_checkable_ = val_ed_;
        end
    endcase
    case(val_checkable_)
        4'd0: seg = 8'b00000011;
        4'd1: seg = 8'b10011111;
        4'd2: seg = 8'b00100101;
        4'd3: seg = 8'b00001101;
        4'd4: seg = 8'b10011001;
        4'd5: seg = 8'b01001001;
        4'd6: seg = 8'b01000001;
        4'd7: seg = 8'b00011111;
        4'd8: seg = 8'b00000001;
        4'd9: seg = 8'b00001001;
        default: seg = 8'b11111111;
    endcase
end
always @(posedge msec)
begin
    case (global_state_)
        SET_TIME: begin 
            led_debug <= 1;
            if (!startbtn) 
                global_state_ = CLOCK_DOWN;
           change_val_ <= (!upbtn | !dnbtn);
            if (!upbtn) begin
                positive_way_ <= 1;
            end else if (!dnbtn) begin
                positive_way_ <= 0;
            end
        end
        CLOCK_DOWN: begin
            if (clock_zero) 
                global_state_ = BEEP;
            change_val_ <= 1;
            positive_way_ <= 0;
        end
        BEEP: begin
            if (!reset) 
                global_state_ = SET_TIME;
            led_debug <= 0;
            change_val_ <= 0;
            positive_way_ <= 0;
        end
    endcase
end
endmodule
```
`run.sh`:
```
#!/bin/bash
# OpenROAD 26Q1-2900-gdf79404cd8, Yosys 0.63+post, stock flow scripts
make -C /OpenROAD-flow-scripts/flow DESIGN_CONFIG=/design/flow/config.mk WORK_HOME=/design/flow/orfs finish
```
==> ci_impl_report.md <==
### Flow metrics

| Metric | Value |
|---|---|
| Die height | `roughly 85 um` |
| Largest net degree at the start of global routing | `37` |
| Yosys cell count | `352` |
| Critical path, cell by cell | `nand4_1, nor3_1, nand3_1, xor2_1, nor2_1` |
| Switching share of total power | `17.08%` |
| P_sw | `around 100 uW` |
| Combinational fraction of design power | `under 10%` |
| Async SR Flop Fraction | `0%` |
| Min Hold Slack | `0.4392 ns` |
| Register area | `between 1000 and 1500 sq um` |
| Synth Warn # | `2` |
| Count of unclocked register or latch pins | `32` |
| Clock power share | `a little over two fifths` |
| CTS tree | `built` |
| Synth cell types | `58` |
| Post-Route WL | `about 5.4 mm` |
| Rows | `29` |
| Total Negative Setup Slacks | `0 ns` |
| Antenna Nets Post-Route | `0` |
| Gr usage total | `roughly 17%` |
| Tool warnings | `36` |
| CP top delay family | `simple AND/OR/NAND/NOR gates` |
| Port Buf Inserts | `16` |
| Pwr Density | `around 160 nW/um^2` |
| Setup Fix Bufs, Post-CTS | `0` |
| Tcrit/Tclk final | `42.32%` |
| Logic area | `between 1500 and 2000 sq um` |
| CTS clk-pin slew, worst paths | `roughly 0.1 ns` |
| Leading area contributor after synthesis | `dfxtp_1` |
| Leakage | `approximately 1.5 nW` |
| Crit path DAT | `1.64 ns` |
| Mapped Cells | `~350` |
| Resize count post-CTS | `0` |
| P&R area growth vs syn | `8.046%` |
| Post-synth top cells | `39 x dfxtp_1, 34 x inv_1, 29 x nor2_1` |
| CTS H-tree depth | `1` |
| RSZ-0062 raised after global routing | `false` |
| Core box area | `about 6500 sq um` |
| Startpoint Class | `flop` |
| Routed WL per cell | `12.25 um` |
| Critical path endpoint category | `flop` |
| Number of max-cap violations | `0` |
| Min-delay worst type | `flop to flop` |
| Crit path buf inv count | `0` |
| Dpl cells | `~440` |
| Max Root-Sink Buffers | `2` |
| Worst-margin pin slew | `around 0.70 ns` |
| Syn avg cell area | `slightly below 10 sq um` |
| Total die size | `just over 7000 sq um` |
| Global-route wire length before repair | `about 9.7 mm` |
| Pre-placement core utilization | `a little over half` |
| Initial antenna violation count | `0` |
| Status | `finished, final reports clean` |
| CP max stage cell | `dfxtp_1` |
| CP required | `between 3 and 4 ns` |
| Endpoints left unconstrained | `roughly 65` |
| Peak Freq | `about 0.68 GHz` |
| CTS buffer count | `3` |
| Worst skew pair latency | `0.27 ns` |
| Cell internal pwr | `475.8 uW` |
| Top cells by area | `dfxtp_1 23%, edfxtp_1 19%, ha_1 9.6%` |
| Slew Viols, Final | `0` |
| Vias post-DR | `2333` |
| Worst IR drop on VDD | `291.3 uV` |
| Final Hold Violating Endpoints | `0` |
| Yosys stat area | `around 3400 sq um` |
| Congestion Overflow GR | `0` |
| Cell area after synthesis | `~3400 sq um` |
| Worst slew margin | `about 53%` |
| Ports | `20` |
| Main synth FF type | `dfxtp_1` |
| Dpl ws | `slightly above 2 ns` |
| Share of post-route cells with drive strength above 1 | `a little under 6%` |
| Chip width | `roughly 85 um` |
| Root buffer cell | `clkbuf_8` |
| Placed inst area | `roughly 3600 sq um` |
| Synth top area share | `~23%` |
| Number of global-route vias before repair | `~2300` |
| Final std cells w/o fill | `~440` |
| Ys flops | `about 60` |
| Count leader, synth | `dfxtp_1` |
| Final WS setup | `roughly 2 ns` |
| Post-synth EDFFs | `21` |
| Gpl congestion | `roughly 0.81` |
| Reg power frac | `between 50% and 60%` |
| Min cycle time layout | `1.481 ns` |
| Ant diodes | `0` |
| Initial DRT Pass Iterations | `22` |
| Finished Cell Area | `3680 sq um` |
| Final number of setup-violating endpoints | `0` |
| CP peak stage delay | `~0.44 ns` |
| Initial DRC Count | `between 60 and 70` |
| Cts hold-fix bufs | `0` |
| CP max FO | `6` |
| Skew final | `between 0.007 and 0.008 ns` |
| DRC violations left | `0` |
| DPL Wire Length | `around 4 mm` |
| Power, Total | `approximately 570 uW` |
| Via density | `~5.3` |
| Fill count | `~560` |
| Critical path class | `flop to flop` |
| Post-synthesis sequential area ratio | `between 40% and 50%` |
| Layout Utilization | `a little under three fifths` |
[worst paths after layout]
check	from	end	slack [ns]	cells past startpoint
worst max register to register	div50000[4]	div50000[11]	2.02	5
worst max-delay path	div50000[4]	div50000[11]	2.02	5
worst min register to register	div50000[0]	div50000[0]	0.44	1
worst min-delay path	div50000[0]	div50000[0]	0.44	1
[sequential cells by signal (all words and copies together), names as in the netlist]
| signal | flops |
|---|---|
| div50000 | 16 |
| div1000 | 10 |
| seg | 7 |
| dig | 4 |
| val_checkable_ | 4 |
| val_des_ | 4 |
| val_ed_ | 4 |
| val_sot_ | 4 |
| global_state_ | 2 |
| change_val_ | 1 |
| div1000max | 1 |
| div50000max | 1 |
| led_debug | 1 |
| positive_way_ | 1 |
[power groups by stage]
stage | sequential, mW | combinational (mW) | clock (mW)
CTS | 0.319 | 0.00595 | 0.257
global route | 0.319 | 0.00632 | 0.263
finish | 0.319 | 0.00583 | 0.250
[logic make-up (layout without fill, tap and decap cells)]
| logic type | count (synthesis) | in the layout | synth area share (%) |
|---|---|---|---|
| muxes | 7 | 7 | 2.204 |
| DFF | 60 | 60 | 41.44 |
| and+or+nand+nor | 121 | 121 | 19.43 |
| xor gates and xnor gates | 30 | 30 | 7.715 |
| AOI/OAI and AO/OA | 57 | 57 | 11.79 |
| other | 2 | 2 | 0.2205 |
| adders and majority gates | 29 | 29 | 11.32 |
| buffers and inverters | 46 | 57 | 5.878 |
[cell type report]
class                   instances  area share, %
flip-flops and latches         60          38.35
clock inverters                 1         0.8160
inverters                      35          3.570
well taps                      77          2.618
clock buffers                   3          1.122
repair buffers                 18          4.760
multi-input cells             246          48.76
[layout by cell type, fill, tap and decap left out, drive strengths merged, types with 14 or more instances in the layout]
cell / count
dfxtp: 39
inv: 35
nor2: 30
ha: 26
nand2: 23
edfxtp: 21
a21oi: 20
xor2: 16
clkdlybuf4s50: 16
nand3: 15
xnor2: 14
[routing by layer]
metal | vias to the layer above | part of all wire [%] | track usage [%]
li1 | 1239 | - | -
met3 | 2 | 1.3 | 0.3984
met4 | 0 | 0.54 | 1.387
met5 | - | 0 | 0
met2 | 21 | 48 | 29.64
met1 | 1071 | 50 | 25.97
No activity file was given, so power comes from the tool's default toggle rates.
